==> design/flow/design.v <==
interface wishbone #(
    parameter XLEN = 32
);
    logic [XLEN-1:0] ADR;
    logic [XLEN-1:0] DAT_W;
    logic [XLEN-1:0] DAT_R;
    logic [XLEN/8-1:0] SEL;
    logic WE, STB, ACK, CYC;
    modport MASTER (
        output ADR,
        output SEL,
        output WE,
        output STB,
        output CYC,
        output DAT_W,
        input DAT_R,
        input ACK
    );
    modport SLAVE (
        input ADR,
        input SEL,
        input WE,
        input STB,
        input CYC,
        input DAT_W,
        output DAT_R,
        output ACK
    );
endinterface
typedef enum logic [4:0] {
    LOAD = 'b00000,
    STORE = 'b01000,
    BRANCH = 'b11000,
    JALR = 'b11001,
    MISC_MEM = 'b00011,
    JAL = 'b11011,
    OP_IMM = 'b00100,
    OP = 'b01100,
    SYSTEM = 'b11100,
    AUIPC = 'b00101,
    LUI = 'b01101
} opcodes;
module alu #(
    parameter XLEN = 32
)(
    input [2:0] funct3,
    input [6:0] funct7,
    input [XLEN-1:0] operand_1,
    input [XLEN-1:0] operand_2,
    output logic [XLEN-1:0] result
);
    localparam BASEOP = 7'b0000000;
    localparam ADD = 3'b000;  
    localparam SL = 3'b001;  
    localparam SLT = 3'b010;  
    localparam SLTU = 3'b011;  
    localparam XOR = 3'b100;  
    localparam SRL = 3'b101;  
    localparam OR = 3'b110;  
    localparam AND = 3'b111;  
    localparam ALTOP = 7'b0100000;
    localparam SUB = 3'b000;
    localparam SRA = 3'b101;
    localparam shamt_len = XLEN == 32 ? 5 : 6;
    always @(*) begin
        case({funct7, funct3})
        {BASEOP, ADD}: result = operand_1 + operand_2;
        {BASEOP, SL}: result = operand_1 << operand_2[shamt_len-1:0];
        {BASEOP, SLT}: result = {{(XLEN-1){1'b0}}, $signed(operand_1) < $signed(operand_2)};
        {BASEOP, SLTU}: result = {{(XLEN-1){1'b0}}, operand_1 < operand_2};
        {BASEOP, XOR}: result = operand_1 ^ operand_2;
        {BASEOP, SRL}: result = operand_1>>operand_2[shamt_len-1:0];
        {BASEOP, OR}: result = operand_1 | operand_2;
        {BASEOP, AND}: result = operand_1 & operand_2;
        {ALTOP, SUB}: result = operand_1 - operand_2;
        {ALTOP, SRA}: result = $unsigned($signed(operand_1)>>>operand_2[shamt_len-1:0]);
        default: result = 'x;
        endcase
    end
endmodule
module idu #(
    parameter XLEN = 32
)(
    input logic [31:2] instr,
    output logic [XLEN-1:0] imm,
    output logic [2:0] funct3,
    output logic [6:0] funct7,
    output logic op1_pc,
    output logic op2_imm
);
    logic [4:0] opcode = instr[6:2];
    always @(*) begin
        op1_pc = 0;
        op2_imm = 0;
        funct3 = instr[14:12];
        funct7 = 0;
        imm = 'x;
        case(opcode)
        LOAD: begin
            op2_imm = 1;
            funct3 = 'b000;  
            imm = {{(XLEN-11){instr[31]}}, instr[30:20]};
        end
        STORE: begin
            op2_imm = 1;
            funct3 = 'b000;  
            imm = {{(XLEN-11){instr[31]}}, instr[30:25], instr[11:7]};
        end
        BRANCH: begin
            op1_pc = 1;
            op2_imm = 1;
            funct3 = 'b000;  
            imm = {{(XLEN-12){instr[31]}}, instr[7], instr[30:25], instr[11:8], 1'b0};
        end
        JALR: begin
            op2_imm = 1;
            funct3 = 'b000;  
            imm = {{(XLEN-11){instr[31]}}, instr[30:20]};
        end
        MISC_MEM: ;  
        JAL: begin
            op1_pc = 1;
            op2_imm = 1;
            funct3 = 'b000;  
            imm = {{(XLEN-20){instr[31]}}, instr[19:12], instr[20], instr[30:21], 1'b0};
        end
        OP_IMM: begin
            op2_imm = 1;
            imm = {{(XLEN-11){instr[31]}}, instr[30:20]};
            if(funct3 == 'b101 | funct3 == 'b001) begin
                funct7 = XLEN==32?instr[31:25]:{instr[31:26], 1'b0};
                imm = XLEN==32?{{(XLEN-5){1'b0}}, instr[24:20]}:{{(XLEN-6){1'b0}}, instr[25:20]};
            end
        end
        OP: begin
            funct7 = instr[31:25];
        end
        SYSTEM: ;  
        AUIPC: begin
            op1_pc = 1;
            op2_imm = 1;
            funct3 = 'b000;  
            imm = {{(XLEN-31){instr[31]}}, instr[30:12], {12{1'b0}}};
        end
        LUI: begin
            op2_imm = 1;
            funct3 = 'b000;  
            imm = {{(XLEN-31){instr[31]}}, instr[30:12], {12{1'b0}}};
        end
        default: ;
        endcase
    end
endmodule
module ieu #(
    parameter XLEN = 32
) (
    input logic clk,
    input logic [31:2] instr,
    input logic stall,
    input logic [XLEN-1:0] curr_pc,  
    input logic [XLEN-1:0] rs1_data,
    input logic [XLEN-1:0] rs2_data,
    output logic [XLEN-1:0] result
);
    logic [XLEN-1:0] imm [1:0], operand_1, operand_2;
    logic [2:0] funct3 [1:0];
    logic [6:0] funct7 [1:0];
    logic op1_pc [1:0], op2_imm [1:0];
    assign operand_1 = op1_pc[1] ? curr_pc : rs1_data;
    assign operand_2 = op2_imm[1] ? imm[1] : rs2_data;
    always @(posedge clk) begin
        if(!stall) begin
            imm[1] <= imm[0];
            funct3[1] <= funct3[0];
            funct7[1] <= funct7[0];
            op1_pc[1] <= op1_pc[0];
            op2_imm[1] <= op2_imm[0];
        end
    end
    idu #(
        .XLEN(XLEN)
    ) idu (
        .instr,
        .imm(imm[0]),
        .funct3(funct3[0]),
        .funct7(funct7[0]),
        .op1_pc(op1_pc[0]),
        .op2_imm(op2_imm[0])
    );
    alu #(
        .XLEN(XLEN)
    ) alu (
        .funct3(funct3[1]),
        .funct7(funct7[1]),
        .operand_1,
        .operand_2,
        .result
    );
endmodule
==> design/flow/run.sh <==
#!/bin/bash
# OpenROAD 26Q1-2900-gdf79404cd8, Yosys 0.63+post, stock flow scripts
make -C /OpenROAD-flow-scripts/flow DESIGN_CONFIG=/design/flow/config.mk WORK_HOME=/design/flow/orfs finish
==> design/flow/config.mk <==
export PLATFORM = sky130hd
export DESIGN_NAME = ieu
export DESIGN_NICKNAME = ieu
export VERILOG_FILES = /design/flow/design.v
export SDC_FILE = /design/flow/constraint.sdc
export NUM_CORES = 4
export LEC_CHECK = 1
export CORE_UTILIZATION = 40
==> design/flow/constraint.sdc <==
current_design ieu

set clk_period 16.2
set clk_io_pct 0.2

create_clock -name clk0 -period $clk_period [get_ports {clk}]

set non_clock_inputs [all_inputs -no_clocks]
set_input_delay [expr $clk_period * $clk_io_pct] -clock clk0 $non_clock_inputs
set_output_delay [expr $clk_period * $clk_io_pct] -clock clk0 [all_outputs]
==> results.cfg <==
; yosys + openroad results
[run_status]
run_status = finished, final reports clean

[finish]
drive_above_1_share_pct = 7.477
final_layout_top_logic_cells = sky130_fd_sc_hd__mux2i_1 (164), sky130_fd_sc_hd__clkdlybuf4s50_1 (159), sky130_fd_sc_hd__nor2_1 (140)
area.growth.synth_to_final_pct = 16.37
top_logic_cell_by_instance_count_in_the_layout = sky130_fd_sc_hd__mux2i_1

[detailed_routing]
route.top_layer_used = met5
insertedDiodeCount = 0
detailedRoute.firstIterationViolations = 1507
detailedRoute.firstPassIterationCount = 6
final_antenna_net_count = 0
num_vias = 13070
drt-total-wl_um = 51560
met3_wirelength_um = 5196
avgViaCountPerCell = 6.459
post_drt_wl_per_cell_um = 25.49
met1Wirelength_um = 21720
drt_drc_violations_left = 0
routed-wl-met2_um = 21940

[clocking]
path_clk_slew_ps = 60
cts_resized = 0
hold_buffers = 0
cts_buffer_count = 5
postCtsSetupBuffers = 0
cts_tree = done
cts.sinks = 44
cts_root_buffer = sky130_fd_sc_hd__clkbuf_16
htree_levels = 2
number_of_buffers_on_the_longest_clock_path = 2

[timing]
period_needed_ps = 11580
clock.fmax_mhz = 86.36
tightestPinTransition_ps = 1002
post-route-worst-setup-slack_ps = 4621
report.final.hold_viol_count = 0
timing.final.max_slew_violations = 0
period_used_pct = 71.47
whs_ps = 3604
maxSlewHeadroom_pct = 31.28
timing.final.setup_violations = 0
setup_repair_after_global_routing_missed_its_margin = no
tns_ps = 0

[worst_hold_path]
hold_class = input pin to flip-flop

[logic_synthesis]
post_synth_main_logic_family = AND-OR/OR-AND gates
netlist_area_sq_mm = 0.01154
ys.flops = 44
seq_area_frac_synth_pct = 11.45
synth.cellmix.compoundShare_pct = 30.53
synth_top_cell_by_area = sky130_fd_sc_hd__mux2i_1
synth.top_cells.by_area = sky130_fd_sc_hd__mux2i_1 (14%), sky130_fd_sc_hd__edfxtp_1 (11%), sky130_fd_sc_hd__ha_1 (11%), sky130_fd_sc_hd__a21oi_1 (5.0%), sky130_fd_sc_hd__nor2_1 (4.6%)
synthDistinctLibCells = 97
enable_flop_cells = 44
simple_gate_area_share_pct = 19.40
synth-xor-area-share_pct = 0.8351
fa_ha_area_share_pct = 10.87
synth_stat.cells = 1567
area_share_top_type_pct = 14.32
synthFlopType = sky130_fd_sc_hd__edfxtp_1
synth_area_per_cell_sq_um = 7.362
post_synth_inst_count = 1567
asyncSetResetFlopFracSynth_pct = 0
area_fraction_in_mux_cells_pct = 18.44
yosys.stat.chipArea_sq_mm = 0.01154
yosys_warnings = 18

[floorplan]
initial_utilization_pct = 41.07
ioPinCount = 160
die-area_sq_mm = 0.02952
die.size.x_um = 171.8
core_area_sq_mm = 0.02809
floorplan.rows = 61
dieHeight_um = 171.8

[placed_design]
gpl.final_weighted_congestion = 1.057
place.detailed.hpwl_um = 40890
port-buffer-count = 159
placement_setup_slack_ps = 4758

[run]
drv.max_cap_violation_count = 0
number_of_warning_messages_in_the_logs = 90

[global_routing]
antenna_found_initial = 2
grt_pass1_vias = 12080
largest_net_degree_at_the_start_of_global_routing = 63
grt.overflow.total = 0
grt_first_pass_wirelength_um = 76290
grt.total_usage_pct = 35.73

[pwr]
total_leakage_power_nw = 5.636
fin_total_pwr_w = 0.0009949
total_power_density_per_cell_area_mw_per_mm2 = 74.11
worst_ir_drop_vdd_v = 0.00007050

[worst_setup_path]
crit_path_end_kind = output port
critPathArrivalTime_ps = 8340
start_kind = input pin
cp_data_required_time_ps = 12960
worst-path-max-fanout = 45
worstSetupPathType = input pin to output port
worst paths after layout:
check	startpoint	endpoint	slack, ps	cells past startpoint
hold / removal	instr[19]	imm[1][19]$_DFFE_PN_	3600	2
setup / recovery	rs2_data[0]	result[0]	4620	17
Yosys cell counts (all sizes together), types with 9 or more instances:
cell type  instances
a211oi            32
a21o              26
a21oi            117
a221oi            20
a22oi             20
a31oi             15
and2              29
and3              11
buf               60
clkbuf            56
edfxtp            44
ha                97
inv              107
mux2              16
mux2i            182
nand2            140
nand2b            10
nand3             32
nand4             12
nor2             140
nor2b             20
nor3              30
nor4              16
o211ai            39
o21a              10
o21ai            115
o21bai             9
o221ai            10
o22ai             16
or2               13
cell families (layout without fill, tap and decap cells):
kind of cell,Yosys count,after routing
AND/OR/NAND/NOR,473,473
multiplexers,199,199
flip-flops,44,44
adder cells (fa/ha/maj),99,99
buffers and inverters,223,301
XOR/XNOR,11,11
AND-OR/OR-AND,518,518
sequential cells by signal (all words and copies together) (netlist names):
| register | flops |
|---|---|
| imm | 32 |
| funct7 | 7 |
| funct3 | 3 |
| op1_pc | 1 |
| op2_imm | 1 |
worst max-delay path, stage by stage:
cell and delay [ps]:
sky130_fd_sc_hd__clkdlybuf4s50_1 450, sky130_fd_sc_hd__mux2i_4 150, sky130_fd_sc_hd__buf_4 560, sky130_fd_sc_hd__inv_4 420, sky130_fd_sc_hd__ha_1 350, sky130_fd_sc_hd__inv_1 80
sky130_fd_sc_hd__fa_1 200, sky130_fd_sc_hd__nor2b_2 170, sky130_fd_sc_hd__o211a_1 260, sky130_fd_sc_hd__o211ai_2 130, sky130_fd_sc_hd__a31o_2 290, sky130_fd_sc_hd__o32a_2 470
sky130_fd_sc_hd__a2bb2oi_1 240, sky130_fd_sc_hd__a21boi_1 180, sky130_fd_sc_hd__o21ai_0 400, sky130_fd_sc_hd__nand3_1 210, sky130_fd_sc_hd__clkdlybuf4s50_1 450
per-stage QoR:
step	std cells	utilization, %	cell area, sq um
detailed placement	2017	47.24	13270
finish	2023	47.79	13420
global placement	2017	47.24	13270
CTS	2023	47.79	13420
global route	2023	47.79	13420
floorplan	1567	-	11540
routing by layer:
metal  track usage [%]  vias to the layer above
li1                  -                     5987
met1             51.63                     6097
met2             53.41                      820
met3             5.692                      161
met4             14.81                        2
met5                 0                        -
layout make-up:
| cell class | count | area (sq um) |
|---|---|---|
| clock buffer | 5 | 125.1 |
| clock inverter | 1 | 30.03 |
| fill | 2847 | 14660 |
| inverter | 107 | 404.1 |
| multi-input combinational | 1300 | 9261 |
| sequential | 44 | 1321 |
| tap | 378 | 473.0 |
| timing repair buffer | 188 | 1809 |
power by group:
group / switching [W] / internal [W]
clock network: 0.0000389 / 0.0000709
registers: 0.00000571 / 0.000137
logic: 0.000448 / 0.000294
Power and IR drop assume default switching activity.
