==> design.v <==
interface wishbone #(
    parameter XLEN = 32
);
    logic [XLEN-1:0] ADR;
    logic [XLEN-1:0] DAT_W;
    logic [XLEN-1:0] DAT_R;
    logic [XLEN/8-1:0] SEL;
    logic WE, STB, ACK, CYC;
    modport MASTER (
        output ADR,
        output SEL,
        output WE,
        output STB,
        output CYC,
        output DAT_W,
        input DAT_R,
        input ACK
    );
    modport SLAVE (
        input ADR,
        input SEL,
        input WE,
        input STB,
        input CYC,
        input DAT_W,
        output DAT_R,
        output ACK
    );
endinterface
typedef enum logic [4:0] {
    LOAD = 'b00000,
    STORE = 'b01000,
    BRANCH = 'b11000,
    JALR = 'b11001,
    MISC_MEM = 'b00011,
    JAL = 'b11011,
    OP_IMM = 'b00100,
    OP = 'b01100,
    SYSTEM = 'b11100,
    AUIPC = 'b00101,
    LUI = 'b01101
} opcodes;
module pc #(
    parameter XLEN = 32
) (
    input logic clk,
    input logic stall,
    input logic compressed,
    input logic je,
    input logic [XLEN-1:0] ja,
    output logic [XLEN-1:0] curr_pc,
    output logic [XLEN-1:0] inc_pc,
    output logic [XLEN-1:0] next_pc
);
    assign inc_pc = curr_pc + (compressed?2:4);
    always_comb begin
        next_pc = inc_pc;
        if(je) begin
            next_pc = ja;
        end
        if(stall) begin
            next_pc = curr_pc;
        end
    end
    always @(posedge clk) begin
        curr_pc <= next_pc;
    end
endmodule
==> run.sh <==
#!/bin/bash
# OpenROAD 26Q1-2900-gdf79404cd8, Yosys 0.63+post, stock flow scripts
make -C /OpenROAD-flow-scripts/flow DESIGN_CONFIG=/design/flow/config.mk WORK_HOME=/design/flow/orfs finish
==> config.mk <==
export PLATFORM = sky130hd
export DESIGN_NAME = pc
export DESIGN_NICKNAME = pc
export VERILOG_FILES = /design/flow/design.v
export SDC_FILE = /design/flow/constraint.sdc
export NUM_CORES = 4
export LEC_CHECK = 1
export CORE_UTILIZATION = 30
==> constraint.sdc <==
current_design pc

set clk_period 6.5
set clk_io_pct 0.2

create_clock -name clk0 -period $clk_period [get_ports {clk}]

set non_clock_inputs [all_inputs -no_clocks]
set_input_delay [expr $clk_period * $clk_io_pct] -clock clk0 $non_clock_inputs
set_output_delay [expr $clk_period * $clk_io_pct] -clock clk0 [all_outputs]
==> flow_summary.toml <==
# generated from flow reports
[global_route]
grt.overflow.total = 0
grt_antenna_before_repair = 0
grt_pass1_wl_um = 11880
grt_max_degree = 43
track_usage_pct = 20.05
grt_pass1_vias = 2352

[final_timing]
layout_setup_ws_ps = 986.3
fmax_ghz = 0.1814
slew_headroom_pct = 58.46
post-route-period-util_pct = 84.83
skew_ps = 6.338
hold_viol_final = 0
whs_ps = 531.7
finalSetupViolations = 0
min_period_ps = 5514
drv_slew = 0
setup-tns-final_ps = 0
rsz0062_at_grt = "false"
tightestPinTransition_ps = 617.5

[clock_network]
cts_tree = "done"
clkTransAtPathRegs_ps = 70
numClockSinks = 32
clk_latency_ps = 290
cts_resized = 0
cts_buffers = 5
htreeDepth = 2
hold_buffers = 0
cts_buffer_depth = 2
cts_setup_buffers = 0
root_buffer = "clkbuf_8"

[min_path]
min_delay_path_depth = 1
hp-class = "reg -> reg"

[route]
drt_iter0_drc = 67
diodes = 0
wl_per_cell_um = 15.47
num_vias = 2564
routed_wl_um = 7688
drcViolationCount = 0
viasPerCell = 5.159
dr.pass1.iters = 4
ant_nets = 0

[run]
max_cap_viol_count = 0
warning_count = 25

[layout]
regMostFlops = "curr_pc"
largest_register_ffs = 32
drive_gt1_share_pct = 4.988
final_util_pct = 52.67
fin_cells = 497
areaGrowthSynthToFinish_pct = 65.70
lay_top_count = "clkdlybuf4s50_1"
reg_top3 = "curr_pc (32)"
fin_area_mm2 = 0.003657
n_fill_cell = 652
lay_top_cells = "clkdlybuf4s50_1, dfxtp_1, nand3_1, nand2_1"

[setup_path]
worst-setup-path-type = "in -> out"
endpoint_kind = "output pin"
crit_path_max_fanout = 6
critPathMaxStageDelay_ps = 530
crit_buf_inv = 2
r2r_cells = 7
arrival_ps = 4210
cp_top_family = "simple AND/OR/NAND/NOR gates"
path_depth = 9
path_cells = "clkdlybuf4s50_1 -> ha_1 -> fa_1 -> nand4_1 -> nor3_2 -> nand4_1 -> or4_1 -> nand3_1 -> clkdlybuf4s50_1"
slowest_stage = "or4_1"
cp-start-kind = "input port"
cp.required_ps = 5200

[synth]
synthArstFlopShare_pct = 0
synth.distinct_cells = 45
yosys_area_mm2 = 0.002207
numSynthFlops = 32
edf_count = 0
postSynthSeqShare_pct = 29.02
synth_area_mm2 = 0.002207
ys_cells = 280
synth-warning-count = 1
avgSynthCellArea_um2 = 7.883
syn_inst = 280
synth_top_flop_cell = "dfxtp_1"

[power]
p_sw_share_pct = 29.28
p_comb_share_pct = 40.6
internal-power_uw = 537.4
p_switching_uw = 222.5
p_total_uw = 759.9
pwr_density_cell_mw_per_mm2 = 207.8
seq_power_share_pct = 37.5
leakagePower_nw = 1.335
ir_drop_mv = 0.1035
clkPwrFrac_pct = 21.9

[place]
gp_congestion = 0.8277
post_dp_cell_area_mm2 = 0.003567
placed_cells = 489
hpwl_um = 5662
pre_cts_slack_ps = 972.5
port_buffers = 131

[floorplan]
core_util_floorplan_pct = 31.78
dieHeight_um = 87.78
die_x_um = 87.78
core-area_mm2 = 0.006944
row_count = 30
io-pin-count = 132
die-area_mm2 = 0.007704

[outcome]
status = "complete, no violations"
-- worst reg2reg max path, cell delays in order, from the launching register on --
cell and delay (ps):
dfxtp_1 360, ha_1 200, fa_1 310, nand4_1 200, nor3_2 360, nand4_1 280, or4_1 530, nand3_1 110
-- power by group through the flow --
stage	Sequential (mW)	Clock (mW)	Combinational, mW
4_1_cts	0.285	0.171	0.313
6_report	0.285	0.166	0.309
5_1_grt	0.293	0.180	0.341
-- metal layers --
layer  wire, um  vias up  GRT usage (%)
met3        747        8          5.534
li1           -     1295              -
met2       3312      106          31.78
met5          0        -              0
met4         57        0          1.490
met1       3570     1155          28.86
-- synth_stat cells, drive strengths merged, types with 5 or more instances --
cell | number | area (um2)
inv | 9 | 33.78
nor2 | 14 | 52.55
nand2 | 22 | 90.09
clkbuf | 14 | 52.55
xor2 | 11 | 96.34
o311ai | 5 | 43.79
buf | 7 | 43.79
and3 | 6 | 43.79
or4 | 12 | 93.84
xnor2 | 18 | 157.7
dfxtp | 32 | 640.6
nand3 | 30 | 155.1
o211ai | 7 | 52.55
a21oi | 11 | 55.05
a22oi | 18 | 135.1
nand4 | 13 | 81.33
o21ai | 14 | 70.07
nor3 | 7 | 40.04
and4 | 6 | 55.05
-- area by class of cell --
type                       instances  area [um2]  share of cell area [%]
timing repair buffer             134        1334                   36.47
sequential                        32       640.6                   17.52
multi-input combinational        218        1439                   39.34
inverter                           9       33.78                  0.9237
tap                               96       120.1                   3.284
clock buffer                       8       90.09                   2.463
-- path summary, 6_finish.rpt --
check | to | slack (ps) | start
max reg2reg | curr_pc[29] | 4100 | curr_pc[1]
min | curr_pc[0] | 530 | curr_pc[0]
max | next_pc[29] | 990 | compressed
min reg2reg | curr_pc[0] | 530 | curr_pc[0]
-- cells by family after synthesis --
group	count (synthesis)	share of synthesized area (%)
and+or+nand+nor	118	30.05
buffers and inverters	30	5.895
AOI/OAI and AO/OA	63	19.16
muxes	5	2.324
DFF	32	29.02
adders and majority gates	3	2.041
xor gates and xnor gates	29	11.51
Power and IR drop assume default switching activity.
