$ cat design/flow/run.sh
#!/bin/bash
# OpenROAD 26Q1-2900-gdf79404cd8, Yosys 0.63+post, stock flow scripts
make -C /OpenROAD-flow-scripts/flow DESIGN_CONFIG=/design/flow/config.mk WORK_HOME=/design/flow/orfs finish
$ cat design/flow/config.mk
export PLATFORM = sky130hd
export DESIGN_NAME = rf
export DESIGN_NICKNAME = rf
export VERILOG_FILES = /design/flow/design.v
export SDC_FILE = /design/flow/constraint.sdc
export NUM_CORES = 4
export LEC_CHECK = 1
export CORE_UTILIZATION = 30
$ cat design/flow/constraint.sdc
current_design rf

set clk_period 6.7
set clk_io_pct 0.2

create_clock -name clk0 -period $clk_period [get_ports {clk}]

set non_clock_inputs [all_inputs -no_clocks]
set_input_delay [expr $clk_period * $clk_io_pct] -clock clk0 $non_clock_inputs
set_output_delay [expr $clk_period * $clk_io_pct] -clock clk0 [all_outputs]
$ cat design/flow/design.v
interface wishbone #(
    parameter XLEN = 32
);
    logic [XLEN-1:0] ADR;
    logic [XLEN-1:0] DAT_W;
    logic [XLEN-1:0] DAT_R;
    logic [XLEN/8-1:0] SEL;
    logic WE, STB, ACK, CYC;
    modport MASTER (
        output ADR,
        output SEL,
        output WE,
        output STB,
        output CYC,
        output DAT_W,
        input DAT_R,
        input ACK
    );
    modport SLAVE (
        input ADR,
        input SEL,
        input WE,
        input STB,
        input CYC,
        input DAT_W,
        output DAT_R,
        output ACK
    );
endinterface
typedef enum logic [4:0] {
    LOAD = 'b00000,
    STORE = 'b01000,
    BRANCH = 'b11000,
    JALR = 'b11001,
    MISC_MEM = 'b00011,
    JAL = 'b11011,
    OP_IMM = 'b00100,
    OP = 'b01100,
    SYSTEM = 'b11100,
    AUIPC = 'b00101,
    LUI = 'b01101
} opcodes;
module rf #(
    parameter XLEN = 32
) (
    input logic clk,
    input logic [31:2] rs_instr,
    input logic [31:2] rd_instr,
    input logic [XLEN-1:0] ieu_result,
    input logic [XLEN-1:0] lsu_data,
    input logic [XLEN-1:0] inc_pc,
    output logic [XLEN-1:0] rs1_data,
    output logic [XLEN-1:0] rs2_data
);
    logic rd_we;
    logic [4:0] rd_opcode = rd_instr[6:2];
    logic [XLEN-1:0] rd_data;
    logic [4:0] rs1_addr = rs_instr[19:15];
    logic [4:0] rs2_addr = rs_instr[24:20];
    logic [4:0] rd_addr = rd_instr[11:7];
    always @(*) begin
        rd_we = 0;
        rd_data = 'x;
        case(rd_opcode)
        LOAD: begin
            rd_we = 1;
            rd_data = lsu_data;
        end
        JALR: begin
            rd_we = 1;
            rd_data = inc_pc;
        end
        JAL: begin
            rd_we = 1;
            rd_data = inc_pc;
        end
        OP_IMM: begin
            rd_we = 1;
            rd_data = ieu_result;
        end
        OP: begin
            rd_we = 1;
            rd_data = ieu_result;
        end
        AUIPC: begin
            rd_we = 1;
            rd_data = ieu_result;
        end
        LUI: begin
            rd_we = 1;
            rd_data = ieu_result;
        end
        default: ;
        endcase
    end
    sync_sram #(
        .XLEN(XLEN)
    ) irf (
        .clk,
        .rs1_addr,
        .rs2_addr,
        .rd_we,
        .rd_addr,
        .rd_data,
        .rs1_data,
        .rs2_data
    );
endmodule
module sync_sram #(
    parameter XLEN = 32,
    parameter depth = 5
) (
    input logic clk,
    input logic [depth-1:0] rs1_addr,
    input logic [depth-1:0] rs2_addr,
    input logic rd_we,
    input logic [depth-1:0] rd_addr,
    input logic [XLEN-1:0] rd_data,
    output logic [XLEN-1:0] rs1_data,
    output logic [XLEN-1:0] rs2_data
);
    logic [XLEN-1:0] ram [(1<<depth)-1:1];
    always @(posedge clk) begin
        if(rd_we && rd_addr != 0) ram[rd_addr] <= rd_data;
        if(rs1_addr != 0) rs1_data <= ram[rs1_addr];
        else rs1_data <= 0;
        if(rs2_addr != 0) rs2_data <= ram[rs2_addr];
        else rs2_data <= 0;
    end
endmodule
==> results.py <==
# Metrics from the implementation run
metrics = {
    "global_route": {
        "antenna_found_initial": 4,
        "grt_pass1_wl_mm": 214.0,
        "grt_start_max_net_pins": 75,
        "grt_pass1_vias": 30140,
        "overflow": 0,
        "track_usage": 0.1976,
    },
    "logic_synthesis": {
        "async_reset_ff_frac": 0,
        "yosys_cells": 2569,
        "top_cells_by_area": "edfxtp_1, mux4_2, dfxtp_1",
        "yosys_area_um2": 48310,
        "synth_area_um2": 48310,
        "synth_cells": 2569,
        "ys_seq_frac": 0.6431,
        "ff_type": "edfxtp_1",
        "edf_count": 992,
        "ys_ff": 1056,
        "netlist-cell-type-count": 47,
        "syn_area_per_cell_um2": 18.81,
        "synth-warning-count": 2,
        "largest_area_cell": "edfxtp_1",
        "yosysTopAreaCellShare": 0.6166,
    },
    "flow_run": {
        "warnings": 66,
        "drv_cap": 0,
    },
    "final_timing": {
        "fin_skew_ns": 0.02300,
        "relSlewSlack": 0.3515,
        "fmax_ghz": 0.2623,
        "setup_viol": 0,
        "worst_slack_ns": 2.887,
        "slew_viol_final": 0,
        "period_needed_ns": 3.813,
        "fin_crit_sh": 0.5691,
        "rsz0062_at_grt": "no",
        "hold_violations": 0,
        "worst_slew_pin_slew_ns": 0.9695,
        "setup_tns_ns": 0,
    },
    "cts": {
        "clock_latency_ns": 0.73,
        "cts_buffers": 108,
        "postCtsHoldBufs": 0,
        "post_cts_resized": 0,
        "cts_root_buffer": "clkbuf_16",
        "cts_setup_buffers": 0,
        "htreeDepth": 3,
        "tritoncts": "yes",
        "numClockSinks": 1056,
        "clkTransAtPathRegs_ns": 0.06,
        "clock_path_buffers": 3,
    },
    "routing": {
        "drt-total-wl_mm": 150.0,
        "antenna_cells": 0,
        "ant_nets": 0,
        "vias_per_cell": 5.465,
        "firstDrtPassIters": 5,
        "wire_per_inst_um": 29.90,
        "drc": 0,
        "drtIter0Drc": 1614,
        "vias": 27410,
    },
    "power_and_ir_drop": {
        "cellInternalPower_uw": 11460,
        "power_density_nw_per_um2": 264.4,
        "seq_power_share": 0.497,
        "peakVddDrop_v": 0.0002173,
        "p_sw_uw": 3474,
        "comb_power_share": 0.092,
        "clockPowerShare": 0.411,
        "p_sw_frac": 0.2326,
        "p_leak_uw": 0.01762,
    },
    "floorplan": {
        "core_um2": 159100,
        "chipHeight_um": 403.3,
        "rows": 146,
        "pin_count": 221,
        "fp.dieW_um": 403.3,
        "chipArea_um2": 162600,
        "core_util_floorplan": 0.3036,
    },
    "final_layout": {
        "syn2layout_area_growth_pct": 16.91,
        "final_cell_mix": "edfxtp_1, mux4_2, nand2_1",
        "layout_top_cell": "edfxtp_1",
        "drive_above_1_share": 0.3254,
        "finish.utilization": 0.3550,
    },
    "placement": {
        "gp_congestion": 0.8762,
        "preCtsSetupSlack_ns": 2.104,
        "dp_hpwl_mm": 92.06,
        "io_buffers": 180,
    },
    "setup_path": {
        "path_max_fanout": 19,
        "path_class": "in -> reg",
        "crit_arrival_ns": 4.15,
        "critPathLaunchType": "input pin",
        "crit_required_ns": 7.04,
        "worst_path_largest_cell_delay_ns": 0.71,
        "cp_slowest_cell": "nor2_4",
        "cp_cell_sequence": "clkdlybuf4s50_1 -> and4b_2 -> a21oi_1 -> nor2_1 -> nand2_1 -> nor2_4 -> buf_4",
        "end_kind": "flip-flop",
    },
    "hold_path": {
        "worstHoldPathType": "reg -> reg",
    },
    "outcome": {
        "status": "completed",
    },
}
==> Yosys cell counts (all sizes together) (2+ instances only) <==
master and number:
a211oi 11, a21o 11, a21oi 39, a221oi 102, a22oi 93, a311oi 50, a31oi 3, buf 155
clkbuf 61, dfxtp 64, edfxtp 992, mux2 113, mux2i 116, mux4 392, nand2 177, nand2b 3
nand3 54, nor2 53, nor2b 7, nor3 4, nor3b 2, o2111ai 3, o221ai 50, o22ai 3
or3 4
==> cell families after synthesis <==
group | synth area share
buffers and inverters | 0.02722
and+or+nand+nor | 0.02800
DFF | 0.6431
muxes | 0.2334
AOI/OAI and AO/OA | 0.06822
==> metrics by stage <==
step	cells	area, µm²	power (µW)	hold slack [ns]
2_1_floorplan	2569	48310	8330	0.6522
6_report	5016	56480	14940	0.7227
3_5_place_dp	4811	52860	8943	0.7190
4_1_cts	5016	56480	15060	0.7333
3_3_place_gp	4811	52860	8939	0.7438
5_1_grt	5016	56480	15370	0.7581
==> critical path: cells and delay by family <==
family                 cells  cell delay, ns
AOI/OAI and AO/OA          1            0.13
and+or+nand+nor            4            1.54
buffers and inverters      2            1.10
==> power groups by stage <==
| stage | Clock [µW] | Sequential [µW] | Combinational [µW] |
|---|---|---|---|
| CTS | 6250 | 7430 | 1380 |
| global route | 6470 | 7430 | 1460 |
| finish | 6140 | 7420 | 1370 |
==> worst paths after layout <==
check                 startpoint                to  slack [ns]  cells after the start
setup / recovery     rd_instr[5]    irf.ram[19][4]        2.89                      7
hold / removal    irf.ram[1][14]  irf.rs1_data[14]        0.72                      2
setup reg to reg  irf.ram[26][5]   irf.rs2_data[5]        4.84                      4
hold reg to reg   irf.ram[1][14]  irf.rs1_data[14]        0.72                      2
==> routing by layer <==
metal	wire (µm)	global-route usage	up-vias
met5	268	0.01487	-
li1	-	-	11440
met4	6624	0.06978	8
met1	48030	0.2165	13890
met2	70260	0.2963	1786
met3	24780	0.1450	285
==> final cells by class <==
type | instances | area, µm²
flip-flops and latches | 1056 | 31070
repair buffers | 312 | 2893
clock buffers | 129 | 2883
well taps | 2146 | 2685
clock inverters | 76 | 735.7
fillers | 14590 | 102600
inverters | 1 | 3.754
multi-input cells | 1296 | 16210
==> registers in the layout, indices dropped and copies added, names as in the netlist <==
signal,cells
irf.rs1_data,32
irf.rs2_data,32
irf.ram,992
Power and IR drop assume default switching activity.
